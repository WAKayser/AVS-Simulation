`flow/design.v`:
```
module dspstub(clock, reset, vectorx, vectory, pressure, dingetje);
	input clock, reset;
	input signed [15:0] vectory, vectorx, pressure;
	output signed [15:0] dingetje;
	assign dingetje = vectorx / 2;
endmodule
```
`flow/run.sh`:
```
#!/bin/bash
# OpenROAD 26Q1-2900-gdf79404cd8, Yosys 0.63+post, stock flow scripts
make -C /OpenROAD-flow-scripts/flow DESIGN_CONFIG=/design/flow/config.mk WORK_HOME=/design/flow/orfs finish
```
`flow/config.mk`:
```
export PLATFORM = sky130hd
export DESIGN_NAME = dspstub
export DESIGN_NICKNAME = dspstub
export VERILOG_FILES = /design/flow/design.v
export SDC_FILE = /design/flow/constraint.sdc
export NUM_CORES = 4
export LEC_CHECK = 1
export CORE_AREA = 10 10 70 70
export DIE_AREA = 0 0 80 80
```
`flow/constraint.sdc`:
```
current_design dspstub

set clk_period 4.8
set clk_io_pct 0.2

create_clock -name clk0 -period $clk_period

set non_clock_inputs [all_inputs -no_clocks]
set_input_delay [expr $clk_period * $clk_io_pct] -clock clk0 $non_clock_inputs
set_output_delay [expr $clk_period * $clk_io_pct] -clock clk0 [all_outputs]
```
==> run summary <==
flow finished, numbers: yosys stat chip area=309 um2, status=complete, no violations, Pwr Density=64.9 nW/um2, Post-CTS Resized=0, Max Transition Viols Final=0, Ports=66, core box area=3420 um2, Die X=80 um, first-pass GRT wire length=2080 um, CP peak stage delay=0.51 ns, Yosys cell types=15, Mapped Area=309 um2, CP max FO=4, CP Capture Type=output pin, critical path's top delay family=buffers and inverters, Yosys Instances=42, cycle use final=0.865, Total Routing Usage GR=0.0402, # Max-Cap Violations=0, CLK BUF=0, WP buf/inv=2, Hold Crit Class=in2out, WP data arrival=3.19 ns, Setup CP Type=in2out, Vias=405, Die Footprint=6400 um2, Synth-to-Final Area Change=122%, largest net degree at the start of global routing=7, Final setup viols=0, final estimated routing congestion in global placement=0.738, Die Span Y=80 um, min Tclk post-route=4.15 ns, Power, Total=0.0000446 W, dpl hpwl=1260 um, final setup TNS=0 ns, vias in the first global route=385, DRT antenna net count=0, Seq share, synth=0, Hold Path Origin=vectorx[14], Setup Fix Bufs, Post-CTS=0, crit path max-delay cell type=clkdlybuf4s50_1, initial antenna violation count=0, Post-Syn Instances=42, grt ovf=0, unrepaired setup endpoints after global routing=false, Routed WL per cell=11.5 um, Pre-Repair DR Iteration Count=4, cell leakage power=0.241 nW, WHS Endpoint=dingetje[13], Max IR drop VDD=0.0000157 V, slew margin rel.=0.782, DR iter-0 viols=22, CTS Hold Bufs=0, IO Port Bufs=32, num sequential=0, Ant. Diodes=0, share of cells above drive strength 1=0.0270, crit-path cells=clkdlybuf4s50_1, and2_1, ha_1, ha_1, nand4_1, nor4_1, xor2_1, clkdlybuf4s50_1, syn avg cell area=7.36 um2, Comb area=298 um2, total tool warning count=67, final hold violations=0, post-route DRC violation count=0, Worst EP required=3.84 ns, hold depth=3, Avg Vias per Cell=3.38, drt total wl=1380 um, CP Launch Type=input port, Layout fillers=393, FP Util=0.0905, actual slew at the worst max-slew pin=0.324 ns, Cell Rows=21, f_max=241 MHz, yosys warns=0, Flop area=0 um2
cell type report:
type / count / share of cell area
multi-input combinational: 39 / 0.434
inverter: 3 / 0.0164
tap: 46 / 0.0838
timing repair buffer: 32 / 0.466
worst max-delay path by stage:
stage,startpoint,endpoint,slack [ns],cells after the start
after CTS,vectorx[15],dingetje[14],0.61,8
after global routing,vectorx[15],dingetje[14],0.45,8
final,vectorx[15],dingetje[14],0.65,8
kinds of logic (layout without fill, tap and decap cells):
| group | Yosys count | in the layout | share of synthesized area |
|---|---|---|---|
| AND/OR/NAND/NOR | 22 | 22 | 0.449 |
| AND-OR/OR-AND | 1 | 1 | 0.0243 |
| buffers and inverters | 3 | 35 | 0.0364 |
| XOR/XNOR | 13 | 13 | 0.368 |
| adder cells (fa/ha/maj) | 3 | 3 | 0.121 |
metrics by stage:
step	hold WS, ns	cells	util	worst slack (ns)	cell area [um2]
2_1_floorplan	1.95	42	-	1.89	309
3_3_place_gp	2.89	120	0.201	0.625	687
3_5_place_dp	2.89	120	0.201	0.628	687
4_1_cts	2.89	120	0.201	0.612	687
5_1_grt	2.93	120	0.201	0.450	687
6_report	2.88	120	0.201	0.648	687
power by group:
| part | switching (W) | internal, W | total, W |
|---|---|---|---|
| sequential | 0 | 0 | 0 |
| clock | 0 | 0 | 0 |
| combinational | 0.0000144 | 0.0000302 | 0.0000446 |
| total | 0.0000144 | 0.0000302 | 0.0000446 |
placed cells by master (no fill, tap or decap):
master and instances:
inv_1 3, nand2_1 4, nand3_1 4, ha_1 3
and2_1 1, o21a_1 1, xnor2_1 6, clkdlybuf4s50_1 32
nor3_1 3, xor2_1 7, or4_4 1, nand4_4 1
nor2_1 1, nand4_1 3, and4_1 1, nor4_1 3
layer usage:
| layer | up-vias | GRT usage | routed length [um] |
|---|---|---|---|
| li1 | 216 | - | - |
| met1 | 169 | 0.0554 | 617 |
| met2 | 20 | 0.0602 | 596 |
| met3 | 0 | 0.0170 | 170 |
| met4 | 0 | 0 | 0 |
| met5 | - | 0 | 0 |
synthesized netlist by cell type:
library cell  count  area [um2]
nand2_1           4        15.0
nor3_1            3        15.0
xnor2_1           6        52.6
ha_1              3        37.5
or4_4             1        11.3
nor4_1            3        18.8
and4_1            1        8.76
nand4_1           3        18.8
nor2_1            1        3.75
o21a_1            1        7.51
nand3_1           4        20.0
inv_1             3        11.3
xor2_1            7        61.3
and2_1            1        6.26
nand4_4           1        21.3
Power figures rest on the tool's default switching activity, not on a simulated workload.
